$ cat design.v
`timescale 1ns / 1ps
module contador_hora(
    input clk, reset,
    input boton_u, boton_d, cambiar_hora,
    input [7:0] segundos, minutos, horas,
    input [1:0] pos_x,
    output [7:0] segundos_out, minutos_out, horas_out
    );
reg [7:0] count_seg, count_min, count_hor;
reg state_boton_u, state_boton_d;
always @ (posedge clk, posedge reset)
begin
    if (reset)
    begin
        count_seg = 8'h00;
        count_min = 8'h00;
        count_hor = 8'h00;
        state_boton_u = 0;
        state_boton_d = 0;
    end
    else
    begin
        if (~cambiar_hora)
        begin
            count_seg = segundos;
            count_min = minutos;
            count_hor = horas;
        end
        else
        begin
            if (boton_u)
            begin
                state_boton_u = 1;
            end
            if (boton_d)
            begin
                state_boton_d = 1;
            end
            if (~boton_u & state_boton_u & (pos_x == 0))
            begin
                if (count_seg == 8'h9 | count_seg == 8'h19 | count_seg == 8'h29 | count_seg == 8'h39 | count_seg == 8'h49)
                begin
                    count_seg = count_seg + 8'h07;
                    state_boton_u = 0;
                end
                else if (count_seg == 8'h59)
                begin
                    count_seg = 8'h00;
                    state_boton_u = 0;
                end
                else
                begin
                    count_seg = count_seg + 1;
                    state_boton_u = 0;
                end
            end
            if (~boton_d & state_boton_d & (pos_x == 0))
            begin
                if (count_seg == 8'h10 | count_seg == 8'h20 | count_seg == 8'h30 | count_seg == 8'h40 | count_seg == 8'h50)
                begin
                    count_seg = count_seg - 8'h07;
                    state_boton_d = 0;
                end
                else if (count_seg == 8'h00)
                begin
                    count_seg = 8'h59;
                    state_boton_u = 0;
                end
                else
                begin
                    count_seg = count_seg - 1;
                    state_boton_u = 0;
                end
            end
            if (~boton_u & state_boton_u & (pos_x == 1)) 
            begin
                if (count_min == 8'h9 | count_min == 8'h19 | count_min == 8'h29 | count_min == 8'h39 | count_min == 8'h49)
                begin
                    count_min = count_min + 8'h07;
                    state_boton_u = 0;
                end
                else if (count_min == 8'h59)
                begin
                    count_min = 8'h00;
                    state_boton_u = 0;
                end
                else
                begin
                    count_min = count_min + 1;
                    state_boton_u = 0;
                end
            end
            if (~boton_d & state_boton_d & (pos_x == 1))
            begin
                if (count_min == 8'h10 | count_min == 8'h20 | count_min == 8'h30 | count_min == 8'h40 | count_min == 8'h50)
                begin
                    count_min = count_min - 8'h07;
                    state_boton_d = 0;
                end
                else if (count_min == 8'h00)
                begin
                    count_min = 8'h59;
                    state_boton_u = 0;
                end
                else
                begin
                    count_min = count_min - 1;
                    state_boton_u = 0;
                end
            end
            if (~boton_u & state_boton_u & (pos_x == 2)) 
            begin
                if (count_hor == 8'h09 | count_hor == 8'h19 )
                begin
                    count_hor = count_hor + 8'h07;
                    state_boton_u = 0;
                end
                else if (count_hor == 8'h23)
                begin
                    count_hor = 8'h00;
                    state_boton_u = 0;
                end
                else
                begin
                    count_hor = count_hor + 1;
                    state_boton_u = 0;
                end
            end
            if (~boton_d & state_boton_d & (pos_x == 2))
            begin
                if (count_hor == 8'h10 | count_hor == 8'h20 )
                begin
                    count_hor = count_hor - 8'h07;
                    state_boton_d = 0;
                end
                else if (count_hor == 8'h00)
                begin
                    count_hor = 8'h23;
                    state_boton_u = 0;
                end
                else
                begin
                    count_hor = count_hor - 1;
                    state_boton_u = 0;
                end
            end
        end
    end
end
assign segundos_out = count_seg;
assign minutos_out = count_min;
assign horas_out = count_hor;
endmodule
$ cat run.sh
#!/bin/bash
# OpenROAD 26Q1-2900-gdf79404cd8, Yosys 0.63+post, stock flow scripts
make -C /OpenROAD-flow-scripts/flow DESIGN_CONFIG=/design/flow/config.mk WORK_HOME=/design/flow/orfs finish
$ cat config.mk
export PLATFORM = sky130hd
export DESIGN_NAME = contador_hora
export DESIGN_NICKNAME = contador_hora
export VERILOG_FILES = /design/flow/design.v
export SDC_FILE = /design/flow/constraint.sdc
export NUM_CORES = 4
export LEC_CHECK = 1
export CORE_UTILIZATION = 40
$ cat constraint.sdc
current_design contador_hora

set clk_period 6.9
set clk_io_pct 0.2

create_clock -name clk0 -period $clk_period [get_ports {clk}]

set non_clock_inputs [all_inputs -no_clocks]
set_input_delay [expr $clk_period * $clk_io_pct] -clock clk0 $non_clock_inputs
set_output_delay [expr $clk_period * $clk_io_pct] -clock clk0 [all_outputs]
==> flow_summary.yaml <==
# yosys + openroad results
outcome:
  status: "complete, no violations"
worst_setup_path:
  crit_fanout: 14
  rrSetupSlack_ps: 3230
  cp_data_required_time_ps: 7080
  end_kind: "flip-flop"
  worstSetupPathType: "in2reg"
  critPathLaunchType: "primary input"
  cp_data_arrival_time_ps: 4810
clock_tree:
  cts_buffers: 3
  htreeDepth: 1
  cts_resized: 0
  cts_num_sinks: 26
  post-cts-setup-buffers: 0
  clockBufferDepth: 2
  cts_hold_buf: 0
  cts_tree: "done"
  clk_latency_ps: 280
  cts_root_buffer: "clkbuf_8"
  clkTransAtPathRegs_ps: 100
final_layout:
  syn_to_final_growth_pct: 20.1
  seq_area_um2: 651
  final-comb-area_mm2: 0.00235
  drive_gt1_frac: 0.0748
  fin_cells: 570
  postLayoutCoreUtil: 0.501
  num-fill-cells: 776
sta:
  max_slew.worst_pin.slew_ps: 838
  finClkSkew_ps: 3.13
  fin_crit_sh: 0.671
  period_needed_ps: 4630
  fin_setup_tns_ps: 0
  timing.final.hold_violations: 0
  setup_ws_ps: 2270
  rsz0062_at_grt: "no"
  finalSetupViolCount: 0
  max_freq_mhz: 216
  relSlewSlack: 0.440
  drv_slew: 0
synth:
  synthDistinctLibCells: 81
  async_flop_share: 1.00
  synth_top_cell_by_area: "dfrtp_1"
  ys_ff: 26
  synth.top_cell.area_share: 0.201
  ys_warn_count: 1
  yosys.stat.seqShare: 0.201
  ys_cells: 431
  synth_cells: 431
  synth-edff-count: 0
  ys_area_mm2: 0.00324
  synth_area_mm2: 0.00324
  flop_cell: "dfrtp_1"
  synth.avg_cell_area_um2: 7.51
  synthTopCellsByArea: "dfrtp_1 (20%), ha_1 (6.6%), o21ai_0 (4.8%)"
grt:
  grt_start_max_net_pins: 54
  grt_use_total: 0.216
  grt_pass1_vias: 2967
  grt_pass1_wl_um: 14600
  antenna_found_initial: 0
  grt_overflow: 0
drt:
  dr.first_iter.drc_count: 175
  routed_wl_um: 8820
  via_per_inst: 5.89
  ant_nets: 0
  drc: 0
  vias: 3356
  first_pass_iters: 4
  num_antenna_cells: 0
  avgRoutedWirePerCell_um: 15.5
die:
  rows: 32
  fp_util: 0.417
  coreArea_mm2: 0.00777
  die_h_um: 92.0
  num_io_pins: 55
  dieArea_mm2: 0.00846
  die_w_um: 92.0
power_and_ir_drop:
  leakagePower_nw: 1.49
  ir_drop_uv: 159
  p_per_area_mw_per_mm2: 146
place:
  place_hpwl_um: 6630
  place_congestion: 0.902
  dp_cells: 566
  place.port_buffers: 54
  pre_cts_ws_ps: 2010
flow_run:
  cap_violations: 0
  warnings: 36
hold_path:
  hp-class: "reg2reg"
state kept, by name, summed over array words and instances (netlist names):
signal / cells
count_min: 8
count_seg: 8
count_hor: 8
state_boton_u: 1
state_boton_d: 1
per-stage QoR:
step | hold WS [ps] | total power [mW] | cell area [µm²]
after global routing | 596 | 0.612 | 3890
after CTS | 552 | 0.573 | 3890
after floorplan | 494 | 0.350 | 3240
after global placement | 524 | 0.438 | 3820
final | 552 | 0.569 | 3890
after detailed placement | 531 | 0.437 | 3820
layer usage:
layer / vias up / global-route usage / wire length, µm
met5: - / 0 / 0
met4: 0 / 0.0221 / 85
met3: 8 / 0.0160 / 428
met2: 102 / 0.353 / 4190
met1: 1569 / 0.328 / 4110
li1: 1677 / - / -
cell usage after synthesis (3+ instances only):
cell type,instances
a31oi_1,8
o211ai_1,7
o22ai_1,6
a21oi_1,24
and2_1,4
nand4bb_1,3
or2_2,4
o211a_1,3
a21o_1,3
or4_1,4
mux2i_1,6
o21a_1,7
o31ai_1,5
xor2_1,4
a31o_2,3
xnor2_1,7
mux2_2,3
nor2_1,29
nor2b_1,8
nand3_1,13
inv_1,35
dfrtp_1,26
and3_1,4
a211oi_1,4
nand2b_1,4
nand2_1,35
o221ai_1,6
nand4_1,6
nor3b_1,3
ha_1,17
o21ai_0,31
buf_2,6
or3_1,9
nand4b_1,3
nor4_1,5
clkbuf_1,16
nor3_1,15
cell families (layout without fill, tap and decap cells):
family | Yosys count | count (layout) | share of synthesized area
and+or+nand+nor | 168 | 168 | 0.299
adders and majority gates | 17 | 17 | 0.0657
muxes | 10 | 10 | 0.0336
buffers and inverters | 59 | 96 | 0.0731
AOI/OAI and AO/OA | 140 | 140 | 0.298
DFF | 26 | 26 | 0.201
xor gates and xnor gates | 11 | 11 | 0.0298
cells in the final DEF (no fill, tap or decap), types with 8 or more instances in the layout:
cell,synthesis,final
a21oi_1,24,24
a31oi_1,8,8
clkdlybuf4s50_1,0,53
dfrtp_1,26,26
ha_1,17,17
inv_1,35,35
nand2_1,35,35
nand3_1,13,13
nor2_1,29,29
nor2b_1,8,8
nor3_1,15,15
o21ai_0,31,31
or3_1,9,9
critical path: stages:
cell and delay [ps]:
clkdlybuf4s50_1 740, nand4bb_1 400, nor4b_1 100, nor3_1 330
ha_1 210, inv_1 40, or4_1 650, or2_1 380
o31ai_1 280, o31ai_1 120, a21o_1 190
power by group:
| part | internal (mW) | switching [mW] | leakage (nW) | total (mW) |
|---|---|---|---|---|
| Sequential | 0.168 | 0.0376 | 0.301 | 0.206 |
| Combinational | 0.113 | 0.117 | 1.16 | 0.230 |
| Clock | 0.0778 | 0.0551 | 0.0357 | 0.133 |
| Total | 0.359 | 0.210 | 1.49 | 0.569 |
worst paths after layout:
| kind | from | end | cells after the start |
|---|---|---|---|
| min in group asynchronous | reset | count_hor[0]$_DFF_PP0_ | 3 |
| max | pos_x[1] | state_boton_d$_DFFE_PP0P_ | 11 |
| min | state_boton_d$_DFFE_PP0P_ | state_boton_d$_DFFE_PP0P_ | 1 |
| max in group asynchronous | reset | count_seg[5]$_DFF_PP0_ | 3 |
| max reg2reg | count_min[1]$_DFF_PP0_ | state_boton_d$_DFFE_PP0P_ | 12 |
| min reg2reg | state_boton_d$_DFFE_PP0P_ | state_boton_d$_DFFE_PP0P_ | 1 |
final cells by class:
class                      count  area share
multi-input combinational    346       0.604
sequential                    26       0.167
clock buffer                   3      0.0106
inverter                      35      0.0338
clock inverter                 1     0.00772
timing repair buffer          57       0.144
tap                          102      0.0328
Power is estimated from default activity; no workload was simulated.
