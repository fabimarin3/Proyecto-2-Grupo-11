==> flow/run.sh <==
#!/bin/bash
# OpenROAD 26Q1-2900-gdf79404cd8, Yosys 0.63+post, stock flow scripts
make -C /OpenROAD-flow-scripts/flow DESIGN_CONFIG=/design/flow/config.mk WORK_HOME=/design/flow/orfs finish
==> flow/config.mk <==
export PLATFORM = sky130hd
export DESIGN_NAME = contador_fecha
export DESIGN_NICKNAME = contador_fecha
export VERILOG_FILES = /design/flow/design.v
export SDC_FILE = /design/flow/constraint.sdc
export NUM_CORES = 4
export LEC_CHECK = 1
export CORE_UTILIZATION = 40
==> flow/constraint.sdc <==
current_design contador_fecha

set clk_period 6.6
set clk_io_pct 0.2

create_clock -name clk0 -period $clk_period [get_ports {clk}]

set non_clock_inputs [all_inputs -no_clocks]
set_input_delay [expr $clk_period * $clk_io_pct] -clock clk0 $non_clock_inputs
set_output_delay [expr $clk_period * $clk_io_pct] -clock clk0 [all_outputs]
==> flow/design.v <==
`timescale 1ns / 1ps
module contador_fecha(
    input clk, reset,
    input boton_u, boton_d, cambiar_fecha,
    input [7:0] dias, mes, year,
    input [1:0] pos_x,
    output [7:0] dias_out, mes_out, year_out
    );
reg [7:0] count_dias, count_mes, count_year;
reg state_boton_u, state_boton_d;
always @ (posedge clk, posedge reset)
begin
if (reset)
begin
    count_dias = 8'h01;
    count_mes = 8'h01;
    count_year = 8'h00;
    state_boton_u = 0;
    state_boton_d = 0;
end
else
begin
    if (~cambiar_fecha)
    begin
        count_dias = dias;
        count_mes = mes;
        count_year = year;
    end
    else
    begin
        if (boton_u)
        begin
            state_boton_u = 1;
        end
        if (boton_d)
        begin
            state_boton_d = 1;
        end
        if (~boton_u & state_boton_u & (pos_x == 0))
        begin
            if (count_dias == 8'h9 | count_dias == 8'h19 | count_dias == 8'h29 )
            begin
                count_dias = count_dias + 8'h07;
                state_boton_u = 0;
            end
            else if (count_dias == 8'h31)
            begin
                count_dias = 8'h01;
                state_boton_u = 0;
            end
            else
            begin
                count_dias = count_dias + 1;
                state_boton_u = 0;
            end
        end
        if (~boton_d & state_boton_d & (pos_x == 0))
        begin
            if (count_dias == 8'h10 | count_dias == 8'h20 | count_dias == 8'h30 )
            begin
                count_dias = count_dias - 8'h07;
                state_boton_d = 0;
            end
            else if (count_dias == 8'h01)
            begin
                count_dias = 8'h31;
                state_boton_u = 0;
            end
            else
            begin
                count_dias = count_dias - 1;
                state_boton_u = 0;
            end
        end
        if (~boton_u & state_boton_u & (pos_x == 1)) 
        begin
            if (count_mes == 8'h9 )
            begin
                count_mes = count_mes + 8'h07;
                state_boton_u = 0;
            end
            else if (count_mes == 8'h12)
            begin
                count_mes = 8'h01;
                state_boton_u = 0;
            end
            else
            begin
                count_mes = count_mes + 1;
                state_boton_u = 0;
            end
        end
        if (~boton_d & state_boton_d & (pos_x == 1))
        begin
            if (count_mes == 8'h10)
            begin
                count_mes = count_mes - 8'h07;
                state_boton_d = 0;
            end
            else if (count_mes == 8'h01)
            begin
                count_mes = 8'h12;
                state_boton_u = 0;
            end
            else
            begin
                count_mes = count_mes - 1;
                state_boton_u = 0;
            end
        end
        if (~boton_u & state_boton_u & (pos_x == 2)) 
        begin
            if (count_year == 8'h09 | count_year == 8'h19 | count_year == 8'h29 | count_year == 8'h39 |
                count_year == 8'h49 | count_year == 8'h59 | count_year == 8'h69 | count_year == 8'h79 | count_year == 8'h89)
            begin
                count_year = count_year + 8'h07;
                state_boton_u = 0;
            end
            else if (count_year == 8'h99)
            begin
                count_year = 8'h00;
                state_boton_u = 0;
            end
            else
            begin
                count_year = count_year + 1;
                state_boton_u = 0;
            end
        end
        if (~boton_d & state_boton_d & (pos_x == 2))
        begin
            if (count_year == 8'h10 | count_year == 8'h20 | count_year == 8'h30 | count_year == 8'h40 |
                count_year == 8'h50 | count_year == 8'h60 | count_year == 8'h70 | count_year == 8'h80 | count_year == 8'h90)
            begin
                count_year = count_year - 8'h07;
                state_boton_d = 0;
            end
            else if (count_year == 8'h00)
            begin
                count_year = 8'h99;
                state_boton_u = 0;
            end
            else
            begin
                count_year = count_year - 1;
                state_boton_u = 0;
            end
        end
    end
end
end
assign dias_out = count_dias;
assign mes_out = count_mes;
assign year_out = count_year;
endmodule
==> out/metrics.yaml <==
cts.clk_slew.worst_paths_ns: 0.10
detail_route.wl_per_cell_um: 16.60
topCellsByArea: "dfrtp_1 (18%), ha_1 (7.7%), nand2_1 (4.3%)"
synth_largest_type_area_fraction: 0.1843
core_util_floorplan: 0.4175
num_vias: 3517
worst_path_largest_cell_delay_ns: 0.67
antenna_cells: 0
cts-root-buf: "clkbuf_8"
slew_headroom: 0.4782
layout_worst_path_cycle_share: 0.6953
warning_count: 39
async_reset_ff_frac: 1.000
power_density_mw_per_mm2: 147.5
postRouteWirelength_um: 9411
grt_max_degree: 40
highest_net_fanout_along_the_worst_path: 15
die_width_um: 92.27
dp_cells: 563
groute.layer.met3.usage: 0.02194
syn2layout_area_growth_pct: 20.04
clock.fmax_ghz: 0.2179
worstSetupStartpoint: "pos_x[1]"
dieHeight_um: 92.27
globalRouteTotalUtil: 0.2296
holdWs_ns: 0.5223
hold_path.class: "reg2reg"
port_bufs: 54
io_pins: 55
gp_routability_congestion: 0.9337
ys_area_mm2: 0.003259
ctsResizeCount: 0
ff_type: "dfrtp_1"
share_of_final_layout_standard_cells_stronger_than_drive_strength_1: 0.06882
worstMarginPinSlew_ns: 0.7718
regToRegEndpoint: "count_mes[2]"
distinct_cells_synth: 79
synth_area_mm2: 0.003259
floorplan.die_area_mm2: 0.008514
synth.ff_latch_count: 26
timing.rr.start: "count_mes[2]"
report.final.slew_viol_count: 0
grt-busiest-layer: "met2"
hold_viol_final: 0
period_minus_slack_ns: 4.589
crit_chain: "clkdlybuf4s50_1, nand4bb_1, or4_1, o221ai_1, inv_1, ha_1, nand2_1, and4b_1, nor2_1, a221oi_1, nor4_1"
setup.worst_path.end: "count_mes[2]"
grt_first_pass_wirelength_um: 15500
clock_sink_count: 26
detailedRoute.firstIterationViolations: 366
numCtsBuffers: 3
late_pin_clk_latency_ns: 0.27
grt_antenna_before_repair: 0
status: "complete, no violations"
cts_setup_buffers: 0
enable_flop_cells: 0
layout_top_cell: "clkdlybuf4s50_1"
timing.setup.critical_path_class: "in2reg"
finish.utilization: 0.5011
cts_hold_repair.buffers: 0
final_cell_count_no_fill: 567
htree_levels: 1
dpl_cell_area_mm2: 0.003857
grt_util_met2: 0.3613
syn-mean-instance-area_um2: 7.633
required_ns: 6.78
synth_stat.cells: 427
post-synth-top-area-cell: "dfrtp_1"
floorplan.core_area_mm2: 0.007807
via_per_inst: 6.203
crit_path_top_delay_cell: "clkdlybuf4s50_1"
fin_tns_setup_ns: 0
hpwlAfterDp_um: 6915
drc: 0
post_route_standard_cell_area_excluding_fillers_mm2: 0.003913
static-leakage-power_nw: 1.486
reg2reg_slack_ns: 3.09
layout_top_cells: "clkdlybuf4s50_1 (54), nand2_1 (37), nor2_1 (31)"
synth_warnings: 1
ir_worst_vdd_mv: 0.07857
tritoncts: "built"
arrival_ns: 4.77
reg2regPathDepth: 9
route.antenna.remaining_nets: 0
grt.overflow.total: 0
cts-root-to-sink-buffers: 2
finalSetupViolCount: 0
synthCells: 427
critPathLaunchType: "input port"
grt_use_met1: 0.3571
drtPass1Iterations: 5
rsz0062_at_grt: "no"
fin_skew_ns: 0.003773
first_global_vias: 3127
critPathCaptureType: "flip-flop"
ys_seq_share: 0.2004
row_count: 32
maxCapViolCount: 0
==> per-layer routing <==
layer / up-vias / part of all wire
met3: 9 / 0.057
met1: 1657 / 0.46
met2: 146 / 0.47
met4: 0 / 0.0099
li1: 1705 / -
met5: - / 0
==> state kept, by name, indices dropped and copies added (netlist names) <==
signal,cells
count_year,8
count_mes,8
state_boton_d,1
count_dias,8
state_boton_u,1
==> cells in the mapped netlist (6+ instances only) <==
| library cell | instances |
|---|---|
| a21oi_1 | 27 |
| a31oi_1 | 12 |
| and2_1 | 6 |
| and3_1 | 8 |
| clkbuf_1 | 21 |
| dfrtp_1 | 24 |
| ha_1 | 20 |
| inv_1 | 25 |
| nand2_1 | 37 |
| nand3_1 | 19 |
| nand4_1 | 8 |
| nor2_1 | 31 |
| nor2b_1 | 6 |
| nor3_1 | 12 |
| o211ai_1 | 7 |
| o21ai_0 | 23 |
| o31ai_1 | 8 |
==> worst max-delay path, delay by kind of cell <==
| family | cells | cell delay, ns |
|---|---|---|
| AND-OR/OR-AND | 2 | 0.52 |
| adder cells (fa/ha/maj) | 1 | 0.23 |
| buffers and inverters | 2 | 0.83 |
| AND/OR/NAND/NOR | 6 | 1.88 |
==> power by group <==
group	switching, W	internal, W	total, W
clock	0.0000554	0.0000535	0.000109
combinational	0.000129	0.000119	0.000248
sequential	0.0000433	0.000177	0.000221
==> worst min path at each step <==
stage / from / to / slack (ns) / depth (start not counted)
finish: state_boton_d / state_boton_d / 0.52 / 1
global route: state_boton_d / state_boton_d / 0.55 / 1
CTS: state_boton_d / state_boton_d / 0.53 / 1
==> metrics by stage <==
step	setup WS, ns	power (W)
after detailed placement	1.789	0.0004674
after global placement	1.863	0.0004679
after floorplan	2.824	0.0003696
after CTS	2.070	0.0005812
after global routing	1.736	0.0006238
final	2.011	0.0005773
==> cell families after synthesis <==
kind of cell             synth area share
adder cells (fa/ha/maj)           0.07678
XOR/XNOR                          0.02418
flip-flops                         0.2004
AND-OR/OR-AND                      0.2987
buffers and inverters             0.06065
multiplexers                      0.02956
AND/OR/NAND/NOR                    0.3098
==> area by class of cell <==
cell class,count,area [µm²]
fillers,738,3895
flip-flops and latches,26,653.1
inverters,26,97.59
well taps,102,127.6
repair buffers,58,570.5
multi-input cells,351,2409
clock buffers,4,55.05
Power and IR drop assume default switching activity.
